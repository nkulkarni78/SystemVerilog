[design.v]
interface d_intf();
  logic reset;
  logic [3:0]d;
  logic [3:0]q;
  logic clock;
endinterface
module fifo(
  input clock, reset,
  input read_en, write_en,
  input [7:0] data_in,
  output [7:0] data_outp,
  output reg fifo_full, fifo_empty);
  reg [7:0] memory_buffer[15:0];
  reg [7:0] data_out;
  assign data_outp = (read_en == 1) ? data_out : 8'bxxxx_xxxx;  
  integer i;
  reg [3:0]read, write;
  reg [4:0]count = 0;
  always@(posedge clock)
    begin
      if (reset == 1'b1)
        begin
          data_out = 8'b00000000;
          for(i=0; i<16; i=i+1)
            begin
                memory_buffer[i] = 8'b00000000;
            end
          read = 4'b0000;
          write = 4'b0000;
          fifo_full = 1'b0;
          fifo_empty = 1'b0;
          count = 0;
        end
    else
      begin
        if ((write_en == 1'b1)  && (fifo_full == 1'b0))
          begin
            memory_buffer[write] = data_in;
            write = write + 1;
            count = count + 1;
          end
        if((read_en == 1'b1) && (fifo_empty == 1'b0))
          begin
            data_out  = memory_buffer[read];
            read = read + 1;
            count = count - 1;
          end
        if(count == 16)
            fifo_full = 1;
        else
            fifo_full = 0;
        if(count == 0)
            fifo_empty = 1;
        else
            fifo_empty = 0;
      end
   end
endmodule
[run.sh]
#!/bin/bash
# OpenROAD 26Q1-2900-gdf79404cd8, Yosys 0.63+post, stock flow scripts
make -C /OpenROAD-flow-scripts/flow DESIGN_CONFIG=/design/flow/config.mk WORK_HOME=/design/flow/orfs finish
[config.mk]
export PLATFORM = sky130hd
export DESIGN_NAME = fifo
export DESIGN_NICKNAME = fifo
export VERILOG_FILES = /design/flow/design.v
export SDC_FILE = /design/flow/constraint.sdc
export NUM_CORES = 4
export LEC_CHECK = 1
export CORE_UTILIZATION = 50
[constraint.sdc]
current_design fifo

set clk_period 3.8
set clk_io_pct 0.2

create_clock -name clk0 -period $clk_period [get_ports {clock}]

set non_clock_inputs [all_inputs -no_clocks]
set_input_delay [expr $clk_period * $clk_io_pct] -clock clk0 $non_clock_inputs
set_output_delay [expr $clk_period * $clk_io_pct] -clock clk0 [all_outputs]
==> metrics.cfg <==
[run_status]
status = finished clean

[critical_path]
critical-path-max-stage-delay_ps = 540
start_kind = primary input
cp.depth = 9
critPathSlowestCell = or4b_4
cp.buffers_inverters = 3
cp_top_family = simple AND/OR/NAND/NOR gates
critPathRequiredTime_ps = 4070
critPathLaunch = write_en
crit_path_max_fanout = 7
critPathCapture = data_out[1]
end_kind = register
cp_data_arrival_time_ps = 3580
crit_path_frequent_cell = buf_4
reg2reg_slack_ps = 510
r2r_start = write[0]
worstRegToRegCells = 9
r2r-end = data_out[1]
worstPathCellList = clkdlybuf4s50_1 -> buf_4 -> or4b_4 -> nor4b_2 -> buf_4 -> mux2i_1 -> nor2_1 -> nor4_1 -> a31oi_1
path_class = in -> reg

[synth]
ys_cells = 727
ys_area_um2 = 6825
syn-cell-area_um2 = 6825
edf_count = 0
ys_seq_frac = 0.4429
synth_cell_types = 62
syn_inst = 727
syn_avg_cell_area_um2 = 9.388
ys_seq_elements = 151
synthArstFlopShare = 0
ys_warn_count = 2
ff_type = dfxtp_1

[floorplanning]
rows = 42
core_um2 = 13300
chipWidth_um = 118.8
die_area_um2 = 14120
fp.dieH_um = 118.8
io_pins = 22
core_util_floorplan = 0.5134

[power_and_ir_drop]
vdd_drop_max_v = 0.0003646
power_density_nw_per_um2 = 617.1
p_leak_nw = 3.078
power.share.switching = 0.2936
p_sw_mw = 1.414
power_frac_comb = 0.246
pwr-share-clk = 0.369
seq_power_share = 0.385
p_int_mw = 3.403

[sta]
finalSetupTns_ps = 0
setup_viol = 0
finalHoldViolations = 0
whs_ps = 460.5
tightest_slew_ps = 900.7
slew_violations = 0
fmax_ghz = 0.3022
setup_ws_ps = 490.5
fin_crit_sh = 0.8709
finClkSkew_ps = 4.609
relSlewSlack = 0.3995
rsz0062_at_grt = false
period_minus_slack_ps = 3310

[clocking]
cts_tree = yes
htree_levels = 4
clockBufferDepth = 2
numClockSinks = 151
cts_inserted_buffers = 17
post_cts_buffers = 0
clkTransAtPathRegs_ps = 60
cts_resized = 0
root_buffer = clkbuf_16
insertion_delay_ps = 410
postCtsHoldBufs = 0

[layout]
layout_top_cells = nor2_1 (163), dfxtp_1 (151), mux2i_1 (115)
layout_top_cell = nor2_1
final_cell_area_um2 = 7806
syn_to_final_growth_pct = 14.37
drive_gt1_frac = 0.1062
fillerInstances = 1120

[place]
placed_area_um2 = 7176
portBuffers = 21
post-place-ws_ps = 145.5
gp_congestion = 0.8445
dp_hpwl_um = 11290

[grt]
grt_overflow = 0
grt_max_degree = 87
antenna_found_initial = 0
grt_pass1_vias = 4960
grt_pass1_wl_um = 27010
grtUsageTotal = 0.2546

[route]
dr_total_vias = 5231
ant_nets = 0
wire_per_inst_um = 17.87
drt_iter0_drc = 455
routed_wl_um = 16600
first_pass_iters = 4
antenna_cells = 0
avgViaCountPerCell = 5.631
drcViolationCount = 0

[hold_path]
hp-class = reg -> reg
hold_depth = 2

[flow_run]
tool_warnings = 31
maxCapViolCount = 0

[cell families after synthesis]
group	count (synthesis)	share of synthesized area
compound gates	115	0.1217
xor+xnor	14	0.01797
simple gates	249	0.1677
mux	124	0.1852
flops	151	0.4429
buf+inv	64	0.04619
fa+ha+maj	10	0.01833
[stage by stage]
step           instances    util  total power [mW]
5_1_grt              929  0.5871             5.039
4_1_cts              929  0.5871             4.831
2_1_floorplan        727       -             2.726
3_5_place_dp         897  0.5397             3.055
3_3_place_gp         897  0.5397             3.034
6_report             929  0.5871             4.817
[worst min-delay path, stage by stage, from the launching register on]
cell and delay (ps):
dfxtp_1 310, nand2_1 50, a21oi_1 60
[synth_stat cells (4+ instances only)]
cell type	instances	area, um^2
ha_1	10	125.1
a31oi_1	8	50.05
nand2_1	22	82.58
or3_1	4	25.02
and3b_1	4	35.03
nor2_1	163	611.8
o221ai_1	7	61.31
a311oi_1	6	52.55
nor2b_1	12	75.07
buf_2	7	35.03
xnor2_1	8	70.07
mux2i_1	115	1151
nand4_1	5	31.28
dfxtp_1	151	3023
xor2_1	6	52.55
mux2_2	8	90.09
buf_4	6	45.04
nand3_1	7	35.03
nor4_1	7	43.79
inv_1	14	52.55
a211oi_1	6	45.04
a21oi_1	27	135.1
nand3b_1	4	30.03
buf_6	5	56.30
o22ai_1	34	212.7
clkbuf_1	28	105.1
[layout make-up]
type / instances / area (um^2) / area share
tap: 176 / 220.2 / 0.02821
sequential: 151 / 3023 / 0.3872
clock buffer: 19 / 452.9 / 0.05802
clock inverter: 13 / 177.7 / 0.02276
multi-input combinational: 512 / 3500 / 0.4483
timing repair buffer: 44 / 380.4 / 0.04873
inverter: 14 / 52.55 / 0.006732
[how the worst min path moves through the flow]
stage	from	end	slack [ps]
6_report	memory_buffer[5][0]	memory_buffer[5][0]	460
5_1_grt	memory_buffer[5][0]	memory_buffer[5][0]	490
4_1_cts	memory_buffer[5][0]	memory_buffer[5][0]	460
[layer usage]
metal	share of wire	up-vias	routed length, um	global-route usage
met5	0	-	0	0
met4	0.014	0	238	0.03639
met3	0.058	15	971	0.04941
met2	0.44	122	7234	0.3699
met1	0.49	2506	8157	0.4170
li1	-	2588	-	-
[flip-flops by register name (all words and copies together), names as in the netlist]
signal         flops
memory_buffer    128
data_out           8
count              5
read               4
write              4
fifo_empty         1
fifo_full          1
[power groups by stage]
| stage | Clock, mW | Sequential, mW | Combinational [mW] |
|---|---|---|---|
| 5_1_grt | 1.86 | 1.88 | 1.30 |
| 6_report | 1.78 | 1.85 | 1.19 |
| 4_1_cts | 1.80 | 1.85 | 1.18 |
Power is estimated from default activity; no workload was simulated.
